==> ./design.v <==
package conf_pkg;
  parameter int CHANNEL_COUNT = 120;
  parameter int WINDOW_LENGTH = 25;
  parameter int DATA_WIDTH = 12;
  parameter int COE_WIDTH = 12;
  parameter int X_WIDTH = 11;
  parameter int Y_WIDTH = 11;
  typedef logic unsigned [$clog2(CHANNEL_COUNT)-1:0] channel_t;
  typedef logic unsigned [$clog2(WINDOW_LENGTH-1)-1:0] window_t;
  typedef logic signed [DATA_WIDTH-1:0] data_t;
  typedef logic signed [COE_WIDTH-1:0] coe_t;
  parameter coe_t COE_B0 = 12'b0001_1001_1110;
  parameter coe_t COE_B1 = 12'b0000_0000_0000;
  parameter coe_t COE_B2 = 12'b1110_0110_0010;
  parameter coe_t COE_A0 = 12'b0100_0000_0000;
  parameter coe_t COE_A1 = 12'b1011_0111_0011;
  parameter coe_t COE_A2 = 12'b0000_1100_0011;
  parameter int Q_SCALE = 10;
  typedef logic unsigned [DATA_WIDTH-2:0] udata_t;
  parameter int BUFFER_DEPTH = 4;
  typedef logic [$clog2(BUFFER_DEPTH)-1:0] buffer_pointer_t;
  typedef logic unsigned [X_WIDTH-1:0] x_t;
  typedef logic unsigned [Y_WIDTH-1:0] y_t;
  typedef logic unsigned [X_WIDTH+Y_WIDTH-1:0] p_t;
  typedef logic unsigned [X_WIDTH+DATA_WIDTH+5-1:0] x_acc_t;
  typedef logic unsigned [Y_WIDTH+DATA_WIDTH+5-1:0] y_acc_t;
  typedef logic unsigned [DATA_WIDTH+5-1:0] a_acc_t;
  parameter time TIME_TH = 12;
  parameter channel_t CHANNEL_TH = 30;
  parameter int INTERVEL = 20;
  parameter int CLUSTER_COUNT = CHANNEL_COUNT;
  typedef logic unsigned [$clog2(CLUSTER_COUNT)-1:0] cluster_t;
  typedef logic unsigned [64-X_WIDTH-Y_WIDTH-$clog2(CLUSTER_COUNT)-1-1:0] time_t;
  parameter logic unsigned [2*Y_WIDTH-1:0] POS_TH = 1600;
  parameter int C_SLACK = 31 - $clog2(CLUSTER_COUNT);
endpackage
`timescale 1ns / 1ps
import conf_pkg::*;
module check_fall_in (
    input  [BUFFER_DEPTH-1:0] fall_in,
    output buffer_pointer_t index,
    output logic valid
);
  always_comb begin
    index = 0;
    if (!fall_in) begin
        valid = 1'b0;
    end
    else begin
        valid = 1'b1;
        for (int j = 0; j < BUFFER_DEPTH - 1; j = j + 1) begin
          if (fall_in[j] == 1'b1) begin
            index = j;
            break;
          end
        end
    end
  end
endmodule
`timescale 1ns / 1ps
import conf_pkg::*;
module spike_grouper (
    input clk,
    input rst_n,
    input  time_t    s_axis_a_time,
    input  channel_t s_axis_a_tchannel,
    input  udata_t   s_axis_a_tdata,
    input            s_axis_a_tvalid,
    input            s_axis_a_tlast,
    output time_t    m_axis_b_time,
    output x_acc_t   m_axis_b_tx,
    output y_acc_t   m_axis_b_ty,
    output a_acc_t   m_axis_b_ta,
    output logic     m_axis_b_tvalid,
    input            m_axis_b_tready,
    output logic     m_axis_b_tlast
);
  genvar i;
  time_t time_buffer[BUFFER_DEPTH];
  channel_t channel_buffer[BUFFER_DEPTH];
  x_acc_t x_acc_buffer[BUFFER_DEPTH];
  y_acc_t y_acc_buffer[BUFFER_DEPTH];
  a_acc_t a_acc_buffer[BUFFER_DEPTH];
  udata_t data_buffer[BUFFER_DEPTH];
  buffer_pointer_t buffer_pointer;
  time_t time_diff_buffer[BUFFER_DEPTH];
  channel_t channel_diff_buffer[BUFFER_DEPTH];
  logic [BUFFER_DEPTH-1:0] fall_in;
  buffer_pointer_t fall_in_index;
  logic fall_in_valid;
  logic is_last;
  generate
    for (i = 0; i < BUFFER_DEPTH; i = i + 1) begin : gen_diff
      assign time_diff_buffer[i] = s_axis_a_time - time_buffer[i];
      assign channel_diff_buffer[i] = (channel_buffer[i] > s_axis_a_tchannel) ? (channel_buffer[i] - s_axis_a_tchannel) : (s_axis_a_tchannel - channel_buffer[i]);
      assign fall_in[i]  = ((time_diff_buffer[i] <= TIME_TH) & (channel_diff_buffer[i] <= CHANNEL_TH));
    end
  endgenerate
  check_fall_in u_check_fall_in (
      .fall_in(fall_in),
      .index  (fall_in_index),
      .valid  (fall_in_valid)
  );
  generate
    for (i = 0; i < BUFFER_DEPTH; i = i + 1) begin : gen_buffer
      always @(posedge clk or negedge rst_n) begin
        if (~rst_n) begin
          time_buffer[i] <= 0;
          channel_buffer[i] <= 0;
          x_acc_buffer[i] <= 0;
          y_acc_buffer[i] <= 0;
          a_acc_buffer[i] <= 0;
          data_buffer[i] <= 0;
        end else begin
          if (s_axis_a_tvalid & fall_in_valid & (fall_in_index == i)) begin
            if (data_buffer[i] < s_axis_a_tdata) begin
              time_buffer[i] <= s_axis_a_time;
              channel_buffer[i] <= s_axis_a_tchannel;
              data_buffer[i] <= s_axis_a_tdata;
            end else begin
              time_buffer[i] <= time_buffer[i];
              channel_buffer[i] <= channel_buffer[i];
              data_buffer[i] <= data_buffer[i];
            end
            x_acc_buffer[i] <= x_acc_buffer[i] + s_axis_a_tdata * s_axis_a_tchannel[0] * INTERVEL;
            y_acc_buffer[i] <= y_acc_buffer[i] + s_axis_a_tdata * s_axis_a_tchannel[$clog2(
                CHANNEL_COUNT
            )-1:1] * INTERVEL;
            a_acc_buffer[i] <= a_acc_buffer[i] + s_axis_a_tdata;
          end else if (s_axis_a_tvalid & ~fall_in_valid & (buffer_pointer == i)) begin
            time_buffer[i] <= s_axis_a_time;
            channel_buffer[i] <= s_axis_a_tchannel;
            data_buffer[i] <= s_axis_a_tdata;
            x_acc_buffer[i] <= s_axis_a_tdata * s_axis_a_tchannel[0] * INTERVEL;
            y_acc_buffer[i] <= s_axis_a_tdata * s_axis_a_tchannel[$clog2(
                CHANNEL_COUNT
            )-1:1] * INTERVEL;
            a_acc_buffer[i] <= s_axis_a_tdata;
          end else if (~s_axis_a_tvalid & (time_diff_buffer[0] > TIME_TH) & buffer_pointer & m_axis_b_tready & (buffer_pointer >= i)) begin
            time_buffer[i] <= time_buffer[i+1];
            channel_buffer[i] <= channel_buffer[i+1];
            data_buffer[i] <= data_buffer[i+1];
            x_acc_buffer[i] <= x_acc_buffer[i+1];
            y_acc_buffer[i] <= y_acc_buffer[i+1];
            a_acc_buffer[i] <= a_acc_buffer[i+1];
          end else begin
            time_buffer[i] <= time_buffer[i];
            channel_buffer[i] <= channel_buffer[i];
            data_buffer[i] <= data_buffer[i];
            x_acc_buffer[i] <= x_acc_buffer[i];
            y_acc_buffer[i] <= y_acc_buffer[i];
            a_acc_buffer[i] <= a_acc_buffer[i];
          end
        end
      end
    end
  endgenerate
  always @(posedge clk or negedge rst_n) begin
    if (~rst_n) begin
      buffer_pointer <= 0;
    end else begin
      if (s_axis_a_tvalid & !fall_in_valid & (buffer_pointer <= BUFFER_DEPTH - 1)) begin
        buffer_pointer <= buffer_pointer + 1;
      end else if (~s_axis_a_tvalid & (time_diff_buffer[0] > TIME_TH) & buffer_pointer & m_axis_b_tready) begin
        buffer_pointer <= buffer_pointer - 1;
      end else begin
        buffer_pointer <= buffer_pointer;
      end
    end
  end
  always @(posedge clk or negedge rst_n) begin
    if (~rst_n) begin
      m_axis_b_time <= 0;
      m_axis_b_tx <= 0;
      m_axis_b_ty <= 0;
      m_axis_b_ta <= 0;
      m_axis_b_tvalid <= 0;
    end else begin
      if (~s_axis_a_tvalid & (time_diff_buffer[0] > TIME_TH) & buffer_pointer & m_axis_b_tready) begin
        m_axis_b_time <= time_buffer[0];
        m_axis_b_tx <= x_acc_buffer[0];
        m_axis_b_ty <= y_acc_buffer[0];
        m_axis_b_ta <= a_acc_buffer[0];
        m_axis_b_tvalid <= 1;
      end else begin
        m_axis_b_time <= 0;
        m_axis_b_tx <= 0;
        m_axis_b_ty <= 0;
        m_axis_b_ta <= 0;
        m_axis_b_tvalid <= 0;
      end
    end
  end
  always @(posedge clk or negedge rst_n) begin
    if (~rst_n) begin
        is_last <= 1'b0;
    end
    else begin
        if ((s_axis_a_tlast | is_last) & (buffer_pointer != 0)) begin
            is_last <= 1'b1;
        end
        else begin
            is_last <= 1'b0;
        end
    end
  end
  always @(posedge clk or negedge rst_n) begin
    if (~rst_n) begin
      m_axis_b_tlast <= 1'b0;
    end else begin
      if ((is_last | s_axis_a_tlast) & (buffer_pointer == 0)) begin
        m_axis_b_tlast <= 1'b1;
      end else begin
        m_axis_b_tlast <= 1'b0;
      end
    end
  end
endmodule
==> ./run.sh <==
#!/bin/bash
# OpenROAD 26Q1-2900-gdf79404cd8, Yosys 0.63+post, stock flow scripts
make -C /OpenROAD-flow-scripts/flow DESIGN_CONFIG=/design/flow/config.mk WORK_HOME=/design/flow/orfs finish
==> ./config.mk <==
export PLATFORM = sky130hd
export DESIGN_NAME = spike_grouper
export DESIGN_NICKNAME = spike_grouper
export VERILOG_FILES = /design/flow/design.v
export SDC_FILE = /design/flow/constraint.sdc
export NUM_CORES = 4
export LEC_CHECK = 1
export CORE_UTILIZATION = 50
export SYNTH_HDL_FRONTEND = slang
==> ./constraint.sdc <==
current_design spike_grouper

set clk_period 30.8
set clk_io_pct 0.2

create_clock -name clk0 -period $clk_period [get_ports {clk}]

set non_clock_inputs [all_inputs -no_clocks]
set_input_delay [expr $clk_period * $clk_io_pct] -clock clk0 $non_clock_inputs
set_output_delay [expr $clk_period * $clk_io_pct] -clock clk0 [all_outputs]
==> impl_metrics.env <==
# yosys + openroad results
export IMPL_ff2ff_setup_slack_ps=23660
export IMPL_hold_violations=0
export IMPL_vias_per_cell=6.06
export IMPL_grt_max_degree=119
export IMPL_reg2regPathDepth=18
export IMPL_ios=166
export IMPL_ys_cells=5487
export IMPL_postCtsSetupBuffers=0
export IMPL_dpl_cell_count=6790
export IMPL_cp_slowest_cell="clkdlybuf4s50_1"
export IMPL_dieHeight_um=313
export IMPL_drc_errors=0
export IMPL_synth_async_reset_ratio_pct=100
export IMPL_syn_cell_area_mm2=0.0485
export IMPL_arrival_ps=15550
export IMPL_cts_max_path_buffers=3
export IMPL_routabilityCongestion=0.994
export IMPL_root_buffer="clkbuf_16"
export IMPL_chipArea_mm2=0.0982
export IMPL_drive_above_1_share_pct=8.54
export IMPL_crit_path_max_incr_delay_ps=780
export IMPL_worst_slack_ps=15780
export IMPL_io_buffers=165
export IMPL_syn_inst=5487
export IMPL_cts_sinks=596
export IMPL_slew_viol_final=0
export IMPL_clkLatencyLatePin_ps=660
export IMPL_holdWs_ps=478
export IMPL_worstSetupStartpointType="input port"
export IMPL_whs_path_depth=1
export IMPL_cap_viol_max_count=0
export IMPL_mostFrequentLayoutCells="dfrtp_1 (596), nor2_1 (510), ha_1 (430)"
export IMPL_synth_edff_count=0
export IMPL_avgSynthCellArea_um2=8.83
export IMPL_drtAntennaViolNets=0
export IMPL_ctsResizeCount=0
export IMPL_reg2reg_from="time_buffer[5]"
export IMPL_critPathKind="in -> reg"
export IMPL_timing_final_crit_period_ps=15020
export IMPL_critical_path_max_fanout=15
export IMPL_antenna_found_initial=5
export IMPL_ctsHoldBuffers=0
export IMPL_dpl_hpwl_um=117000
export IMPL_grt_pass1_wl_um=245000
export IMPL_final_util_pct=56.7
export IMPL_hold_path_startpoint="x_acc_buffer[75]"
export IMPL_finalSetupViolations=0
export IMPL_end_kind="register"
export IMPL_syn2layout_area_growth_pct=11.9
export IMPL_dp_slack_ps=15290
export IMPL_period_used_pct=48.8
export IMPL_numSynthFlops=596
export IMPL_overflow=0
export IMPL_yosys_stat_seqShare_pct=30.8
export IMPL_cts_made_buffers=74
export IMPL_core_area_mm2=0.0956
export IMPL_grt_pass1_vias=39900
export IMPL_final_area_mm2=0.0542
export IMPL_worstMarginPinSlew_ps=1130
export IMPL_ff_type="dfrtp_1"
export IMPL_track_usage_pct=33.4
export IMPL_die_w_um=313
export IMPL_num_rows=113
export IMPL_vias=41900
export IMPL_yosys_cell_types_count=104
export IMPL_setup_tns_ps=0
export IMPL_instances_no_fill=6921
export IMPL_postRouteWirelength_um=158000
export IMPL_ys_area_mm2=0.0485
export IMPL_ys_warn_count=0
export IMPL_fin_skew_ps=30.6
export IMPL_htreeDepth=3
export IMPL_cp_required_ps=31340
export IMPL_cts_tree="yes"
export IMPL_timing_fmax_mhz=66.6
export IMPL_fp_util_pct=50.7
export IMPL_rsz0062_at_grt="no"
export IMPL_slew_headroom_pct=24.4
export IMPL_drt_pass1_iterations=5
export IMPL_min_to="x_acc_buffer[75]"
export IMPL_layout_top_cell="dfrtp_1"
export IMPL_post_dp_cell_area_mm2=0.0516
export IMPL_drtIter0Drc=3164
export IMPL_outcome="finished clean"
export IMPL_hold_path_class="reg -> reg"
export IMPL_clk_pin_slew_ps=60
export IMPL_rr_endpoint="time_buffer[135]"
export IMPL_tool_warnings=67
export IMPL_wire_per_inst_um=22.8
-- how the worst max path moves through the flow --
stage	startpoint	to	slack [ps]	depth (start not counted)
4_1_cts	s_axis_a_tdata[1]	y_acc_buffer[55]	15950	34
5_1_grt	s_axis_a_tdata[1]	y_acc_buffer[55]	15140	34
6_report	s_axis_a_tdata[1]	y_acc_buffer[55]	15780	34
-- final cells by class --
| type | instances | area [um^2] |
|---|---|---|
| multi-input cells | 4223 | 31000 |
| diodes | 1 | 2.50 |
| inverters | 426 | 1600 |
| flip-flops and latches | 596 | 14900 |
| repair buffers | 280 | 2560 |
| clock buffers | 99 | 2150 |
| clock inverters | 31 | 458 |
| fillers | 8449 | 41300 |
| well taps | 1265 | 1580 |
-- logic make-up after synthesis --
| logic type | Yosys count | synth area share [%] |
|---|---|---|
| and+or+nand+nor | 1670 | 17.1 |
| muxes | 452 | 9.86 |
| buffers and inverters | 668 | 5.62 |
| DFF | 596 | 30.8 |
| adders and majority gates | 486 | 13.4 |
| AOI/OAI and AO/OA | 1431 | 19.9 |
| xor gates and xnor gates | 184 | 3.32 |
-- synth_stat cells (96+ instances only) --
cell type	count	area [um^2]
mux2_2	130	1460
ha_1	430	5380
mux2i_1	296	2960
dfrtp_1	596	14900
nand2_1	365	1370
o21ai_0	254	1270
and3_1	104	651
nor2_1	514	1930
a21o_1	101	758
a21oi_1	325	1630
nand3_1	132	661
a31oi_1	96	601
xnor2_1	124	1090
clkbuf_1	142	533
inv_1	413	1550
-- sequential cells by signal, summed over array words and instances (netlist names), 2 cells and up --
register	flops
m_axis_b_time	34
m_axis_b_ty	27
buffer_pointer	2
a_acc_buffer	68
channel_buffer	28
time_buffer	136
y_acc_buffer	107
x_acc_buffer	104
data_buffer	44
m_axis_b_tx	26
m_axis_b_ta	17
-- worst max-delay path, delay by kind of cell --
kind	cells	cell delay, ps
buf+inv	6	1680
compound gates	13	3060
xor+xnor	3	980
fa+ha+maj	7	2880
simple gates	5	790
-- per-layer routing --
| layer | up-vias | track usage, % | wire, um |
|---|---|---|---|
| li1 | 20100 | - | - |
| met1 | 20400 | 55.3 | 78500 |
| met2 | 1314 | 45.1 | 63300 |
| met3 | 163 | 9.68 | 13500 |
| met4 | 10 | 4.65 | 2460 |
| met5 | - | 0.725 | 153 |
