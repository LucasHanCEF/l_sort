**flow/config.mk**
```make
export PLATFORM = sky130hd
export DESIGN_NAME = conditional_relay
export DESIGN_NICKNAME = conditional_relay
export VERILOG_FILES = /design/flow/design.v
export SDC_FILE = /design/flow/constraint.sdc
export NUM_CORES = 4
export LEC_CHECK = 1
export CORE_AREA = 10 10 70 70
export DIE_AREA = 0 0 80 80
export SYNTH_HDL_FRONTEND = slang
```
**flow/constraint.sdc**
```tcl
current_design conditional_relay

set clk_period 1.0
set clk_io_pct 0.2

create_clock -name clk0 -period $clk_period [get_ports {clk}]

set non_clock_inputs [all_inputs -no_clocks]
set_input_delay [expr $clk_period * $clk_io_pct] -clock clk0 $non_clock_inputs
set_output_delay [expr $clk_period * $clk_io_pct] -clock clk0 [all_outputs]
```
**flow/design.v**
```verilog
package conf_pkg;
  parameter int CHANNEL_COUNT = 120;
  parameter int WINDOW_LENGTH = 25;
  parameter int DATA_WIDTH = 12;
  parameter int COE_WIDTH = 12;
  parameter int X_WIDTH = 11;
  parameter int Y_WIDTH = 11;
  typedef logic unsigned [$clog2(CHANNEL_COUNT)-1:0] channel_t;
  typedef logic unsigned [$clog2(WINDOW_LENGTH-1)-1:0] window_t;
  typedef logic signed [DATA_WIDTH-1:0] data_t;
  typedef logic signed [COE_WIDTH-1:0] coe_t;
  parameter coe_t COE_B0 = 12'b0001_1001_1110;
  parameter coe_t COE_B1 = 12'b0000_0000_0000;
  parameter coe_t COE_B2 = 12'b1110_0110_0010;
  parameter coe_t COE_A0 = 12'b0100_0000_0000;
  parameter coe_t COE_A1 = 12'b1011_0111_0011;
  parameter coe_t COE_A2 = 12'b0000_1100_0011;
  parameter int Q_SCALE = 10;
  typedef logic unsigned [DATA_WIDTH-2:0] udata_t;
  parameter int BUFFER_DEPTH = 4;
  typedef logic [$clog2(BUFFER_DEPTH)-1:0] buffer_pointer_t;
  typedef logic unsigned [X_WIDTH-1:0] x_t;
  typedef logic unsigned [Y_WIDTH-1:0] y_t;
  typedef logic unsigned [X_WIDTH+Y_WIDTH-1:0] p_t;
  typedef logic unsigned [X_WIDTH+DATA_WIDTH+5-1:0] x_acc_t;
  typedef logic unsigned [Y_WIDTH+DATA_WIDTH+5-1:0] y_acc_t;
  typedef logic unsigned [DATA_WIDTH+5-1:0] a_acc_t;
  parameter time TIME_TH = 12;
  parameter channel_t CHANNEL_TH = 30;
  parameter int INTERVEL = 20;
  parameter int CLUSTER_COUNT = CHANNEL_COUNT;
  typedef logic unsigned [$clog2(CLUSTER_COUNT)-1:0] cluster_t;
  typedef logic unsigned [64-X_WIDTH-Y_WIDTH-$clog2(CLUSTER_COUNT)-1-1:0] time_t;
  parameter logic unsigned [2*Y_WIDTH-1:0] POS_TH = 1600;
  parameter int C_SLACK = 31 - $clog2(CLUSTER_COUNT);
endpackage
`timescale 1ns / 1ps
import conf_pkg::*;
module conditional_relay #(
    parameter int CYCLE = 1,
    parameter int WIDTH = 11
) (
    input clk,
    input rst_n,
    input [WIDTH-1:0] in,
    input valid,
    output [WIDTH-1:0] out
);
  genvar i;
  logic [WIDTH-1:0] data_relay[CYCLE];
  generate
    for (i = 0; i < CYCLE; i++) begin : gen_relay
      if (i == 0) begin : gen_first
        always @(posedge clk or negedge rst_n) begin
          if (~rst_n) begin
            data_relay[0] <= {WIDTH{1'b0}};
          end else begin
            if (valid) begin
              data_relay[0] <= in;
            end else begin
              data_relay[0] <= data_relay[0];
            end
          end
        end
      end else begin : gen_others
        always @(posedge clk or negedge rst_n) begin
          if (~rst_n) begin
            data_relay[i] <= {WIDTH{1'b0}};
          end else begin
            if (valid) begin
              data_relay[i] <= data_relay[i-1];
            end else begin
              data_relay[i] <= data_relay[i];
            end
          end
        end
      end
    end
  endgenerate
  assign out = data_relay[CYCLE-1];
endmodule
```
**flow/run.sh**
```bash
#!/bin/bash
# OpenROAD 26Q1-2900-gdf79404cd8, Yosys 0.63+post, stock flow scripts
make -C /OpenROAD-flow-scripts/flow DESIGN_CONFIG=/design/flow/config.mk WORK_HOME=/design/flow/orfs finish
```
==> reports/qor.yml <==
critPathMaxFanout: 2
syn_area_per_cell_um2: 19.5
grt_max_degree: 12
coreArea_um2: 3420
cpPeakStageDelay_ps: 390
setup_violations: 0
grt_pass1_vias: 337
num_io_pins: 25
netlist-cell-type-count: 4
drcViolationCount: 0
r2r_cells: 2
r2r_end: "out[3]$_DFFE_PN0P_"
fin_setup_tns_ps: 0
drt-wirelength-per-cell_um: 11.7
final_layout_top_logic_cells: "12 x clkdlybuf4s50_1, 11 x dfrtp_1, 11 x buf_2, 10 x mux2_4, 4 x buf_4"
gr-total-overflow: 0
syn_to_final_growth_pct: 75.4
wl_met3_um: 119
slew_headroom: 0.898
grt_use_total: 0.0387
fp.dieH_um: 80
antenna_found_initial: 0
ctsHoldBuffers: 0
drive_above_1_share: 0.561
p_leak_nw: 0.370
worstPathRequired_ps: 800
dr.max_layer_used: "met3"
syn-cell-area_um2: 448
path_cells: "buf_2"
insertedDiodeCount: 0
core.rowCount: 21
final_common_cell: "clkdlybuf4s50_1"
max-cap-violations: 0
tightest_slew_ps: 152
syn_inst: 23
postSynthRegisterBits: 11
warnings: 26
final-hold-violation-count: 0
dr.pass1.iters: 1
status: "complete, no violations"
cts_sinks: 11
port_buffers: 24
dr.first_iter.drc_count: 0
synth_chip_area_um2: 448
met1_length_um: 560
holdCritPathClass: "primary input to async pin"
slowest_stage: "dfrtp_1"
critPathCaptureType: "output pin"
clkLatencyLatePin_ps: 260
vias_per_cell: 2.96
routed_wl_um: 1200
fill_cells: 363
die_w_um: 80
fp_util: 0.131
min_period_over_period: 0.967
worst_hold_slack_ps: 260
rsz0062_at_grt: "true"
vias: 305
crit_arrival_ps: 770
path_delay_family: "flip-flops"
yosys-stat-cells: 23
ys_seq_frac: 0.615
antenna_left: 0
dr_wl_met2_um: 523
finalPower_mw: 1.04
rr_startpoint: "out[3]$_DFFE_PN0P_"
clockBufferDepth: 2
vdd_drop_max_uv: 509
crit_type: "flip-flop to output pin"
h-tree-depth: 1
clkTransAtPathRegs_ps: 70
cts_buffers: 3
cts-root-buf: "clkbuf_4"
largest_reg_flops: 11
synth_warnings: 0
dieArea_um2: 6400
grt_pass1_wl_um: 1910
crit_path_start_kind: "flip-flop"
fin_crit_ps: 967
finalMaxSlewViolations: 0
critical_path_buf_inv_count: 1
gp_congestion: 0.722
regToRegSetupSlack_ps: 130
skew_ps: 0
cts_tree: "done"
powerDensity_nw_per_um2: 1320
max_freq_mhz: 1030
worst register-to-register path, cell delays in order (launching register included):
cell and delay, ps:
dfrtp_1 380, buf_4 130, mux2_4 260
synthesized netlist by cell type, drive strengths merged:
cell type | number | area, um2
buf | 1 | 11.3
dfrtp | 11 | 275
mux2 | 11 | 161
layout make-up:
class                           instances  area (um2)  area share
Clock buffer                            4        26.3      0.0334
Multi-Input combinational cell         11         161       0.205
Sequential cell                        11         275       0.350
Tap cell                               46        57.6      0.0732
Timing Repair Buffer                   31         265       0.338
worst max path at each step:
stage	start	depth (start not counted)	end
4_1_cts	out[0]$_DFFE_PN0P_	1	out[0]
5_1_grt	out[2]$_DFFE_PN0P_	1	out[2]
6_report	out[0]$_DFFE_PN0P_	1	out[0]
timing repair:
| item | CTS | global route |
|---|---|---|
| resized | 35 | 0 |
| cloned | 0 | 0 |
| setup buffers | 2 | 1 |
| endpoints found under the setup margin | 17 | 8 |
power breakdown:
| part | internal [mW] | leakage [nW] | total, mW | switching, mW |
|---|---|---|---|---|
| clock | 0.154 | 0.0150 | 0.305 | 0.151 |
| combinational | 0.171 | 0.226 | 0.224 | 0.0527 |
| sequential | 0.489 | 0.129 | 0.510 | 0.0208 |
| total | 0.814 | 0.370 | 1.04 | 0.225 |
per-layer routing:
metal,track usage,vias to the layer above
met5,0,-
met4,0.00176,0
met3,0.0216,0
met2,0.0538,13
met1,0.0537,143
li1,-,149
cells by family (layout without fill, tap and decap cells):
logic type,count (synthesis),count (layout),synth area share
flops,11,11,0.615
buf+inv,1,35,0.0251
mux,11,11,0.360
metrics by stage:
stage          setup slack (ps)  cells  area [um2]   util
2_1_floorplan               238     23         448      -
3_3_place_gp               -352     96         790  0.231
3_5_place_dp               -352     96         790  0.231
4_1_cts                    3.21    102         778  0.228
5_1_grt                   -21.0    103         786  0.230
6_report                   33.4    103         786  0.230
Power and IR drop assume default switching activity.
