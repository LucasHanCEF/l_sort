[flow/run.sh]
#!/bin/bash
# OpenROAD 26Q1-2900-gdf79404cd8, Yosys 0.63+post, stock flow scripts
make -C /OpenROAD-flow-scripts/flow DESIGN_CONFIG=/design/flow/config.mk WORK_HOME=/design/flow/orfs finish
[flow/config.mk]
export PLATFORM = sky130hd
export DESIGN_NAME = insert_index
export DESIGN_NICKNAME = insert_index
export VERILOG_FILES = /design/flow/design.v
export SDC_FILE = /design/flow/constraint.sdc
export NUM_CORES = 4
export LEC_CHECK = 1
export CORE_AREA = 10 10 188 188
export DIE_AREA = 0 0 198 198
export SYNTH_HDL_FRONTEND = slang
[flow/constraint.sdc]
current_design insert_index

set clk_period 14.4
set clk_io_pct 0.2

create_clock -name clk0 -period $clk_period

set non_clock_inputs [all_inputs -no_clocks]
set_input_delay [expr $clk_period * $clk_io_pct] -clock clk0 $non_clock_inputs
set_output_delay [expr $clk_period * $clk_io_pct] -clock clk0 [all_outputs]
[flow/design.v]
package conf_pkg;
  parameter int CHANNEL_COUNT = 120;
  parameter int WINDOW_LENGTH = 25;
  parameter int DATA_WIDTH = 12;
  parameter int COE_WIDTH = 12;
  parameter int X_WIDTH = 11;
  parameter int Y_WIDTH = 11;
  typedef logic unsigned [$clog2(CHANNEL_COUNT)-1:0] channel_t;
  typedef logic unsigned [$clog2(WINDOW_LENGTH-1)-1:0] window_t;
  typedef logic signed [DATA_WIDTH-1:0] data_t;
  typedef logic signed [COE_WIDTH-1:0] coe_t;
  parameter coe_t COE_B0 = 12'b0001_1001_1110;
  parameter coe_t COE_B1 = 12'b0000_0000_0000;
  parameter coe_t COE_B2 = 12'b1110_0110_0010;
  parameter coe_t COE_A0 = 12'b0100_0000_0000;
  parameter coe_t COE_A1 = 12'b1011_0111_0011;
  parameter coe_t COE_A2 = 12'b0000_1100_0011;
  parameter int Q_SCALE = 10;
  typedef logic unsigned [DATA_WIDTH-2:0] udata_t;
  parameter int BUFFER_DEPTH = 4;
  typedef logic [$clog2(BUFFER_DEPTH)-1:0] buffer_pointer_t;
  typedef logic unsigned [X_WIDTH-1:0] x_t;
  typedef logic unsigned [Y_WIDTH-1:0] y_t;
  typedef logic unsigned [X_WIDTH+Y_WIDTH-1:0] p_t;
  typedef logic unsigned [X_WIDTH+DATA_WIDTH+5-1:0] x_acc_t;
  typedef logic unsigned [Y_WIDTH+DATA_WIDTH+5-1:0] y_acc_t;
  typedef logic unsigned [DATA_WIDTH+5-1:0] a_acc_t;
  parameter time TIME_TH = 12;
  parameter channel_t CHANNEL_TH = 30;
  parameter int INTERVEL = 20;
  parameter int CLUSTER_COUNT = CHANNEL_COUNT;
  typedef logic unsigned [$clog2(CLUSTER_COUNT)-1:0] cluster_t;
  typedef logic unsigned [64-X_WIDTH-Y_WIDTH-$clog2(CLUSTER_COUNT)-1-1:0] time_t;
  parameter logic unsigned [2*Y_WIDTH-1:0] POS_TH = 1600;
  parameter int C_SLACK = 31 - $clog2(CLUSTER_COUNT);
endpackage
`timescale 1ns / 1ps
import conf_pkg::*;
module insert_index (
    input  udata_t   buffer[WINDOW_LENGTH-1],
    input  udata_t   data,
    output window_t index
);
  logic [WINDOW_LENGTH-2:0] comparison;
  genvar i;
  generate
    for (i = 0; i < WINDOW_LENGTH - 1; i++) begin : gen_comparison
      assign comparison[i] = (data < buffer[i]);
    end
  endgenerate
  always_comb begin
    index = 0;
    if (!comparison) begin
        index = WINDOW_LENGTH - 1;
    end
    else begin
        for (int j = 0; j < WINDOW_LENGTH - 1; j = j + 1) begin
          if (comparison[j] == 1'b1) begin
            index = j;
            break;
          end
        end
    end
  end
endmodule
==> job_summary.md <==
## Implementation flow summary

| Metric | Value |
|---|---|
| Leading area contributor after synthesis | `ha_1` |
| Sum of negative setup slack | `0 ns` |
| Number of buffers inserted for hold repair after clock tree synthesis | `0` |
| Count of warning messages emitted by the tools | `32` |
| Router iterations before antenna repair | `4` |
| Max transition margin | `0.543` |
| Leakage power summed over all cells | `5.18 nW` |
| Slowest library cell on the worst path | `a221oi_1` |
| FF/Latch Area | `0 um2` |
| Overall routed net length | `25.7 mm` |
| Starting utilization of the core area | `0.201` |
| Final Cell Area | `9640 um2` |
| Clock Power Share | `0` |
| Number of I/O pins | `280` |
| Number of resized instances in the post-cts repair step | `0` |
| Maximum capacitance violations | `0` |
| Placer congestion estimate | `0.854` |
| Largest stage delay, worst path | `0.55 ns` |
| Placeable core region | `31400 um2` |
| YS chip area | `6310 um2` |
| Average size of a mapped cell | `7.16 um2` |
| Largest net degree at the start of global routing | `25` |
| Yosys warns | `0` |
| Critical path data arrival time | `6.39 ns` |
| Commonest cells after routing, fill and taps aside | `clkdlybuf4s50_1 (270), inv_1 (248), ha_1 (240), a21oi_1 (65), nand2_1 (37)` |
| PwrDens | `26.7 nW/um2` |
| Most instantiated logic cell after routing | `clkdlybuf4s50_1` |
| Wire length of the first global-routing pass | `38.5 mm` |
| Overall global routing resource usage | `0.129` |
| Share of layout cells above drive strength 1 | `0.0197` |
| Via count of the first global-routing pass | `6927` |
| Cells in synth_stat.txt | `881` |
| Clock Buffer Count | `0` |
| Synth-to-Final Area Change | `52.7%` |
| Final period util | `0.644` |
| Portion of total power attributed to sequential cells | `0` |
| Worst Setup Slack, final | `5.13 ns` |
| Critical path class | `in -> out` |
| Unrepaired setup endpoints after global routing | `false` |
| Remaining design rule violation count | `0` |
| Comb pwr share | `1.000` |
| Post-CTS setup buffers | `0` |
| Critical path data required time | `11.52 ns` |
| Critical path launch point type | `input port` |
| Input/output buffers | `280` |
| Peak supply drop | `0.0200 mV` |
| Slew at the pin closest to its max-slew limit | `0.678 ns` |
| 1st-iter DRT viols | `144` |
| Switching power | `0.118 mW` |
| Biggest area contributors in the synthesized netlist | `ha_1 (48%), inv_1 (15%), a21oi_1 (5.2%)` |
| Horizontal die size | `198 um` |
| Cell internal pwr | `0.140 mW` |
| Gr ovfl total | `0` |
| Number of hold-slack violations in the final timing report | `0` |
| Maximum clock frequency | `108 MHz` |
| Post-synthesis sequential area ratio | `0` |
| Row cnt | `65` |
| Critical path endpoint category | `primary output` |
| Routed vias/inst | `4.32` |
| Path class of the lowest-slack min-delay path | `in -> out` |
| Number of distinct library cell variants in the gate-level netlist after synthesis | `46` |
| Outcome | `finished, final reports clean` |
| Height of the die | `198 um` |
| Count of vias placed by the detailed router | `6794` |
| Final critical delay including setup and external delays | `9.27 ns` |
| Post-synthesis instance total | `881` |
| HPWL Detailed | `21.4 mm` |
| Pre-CTS worst setup slack | `5.01 ns` |
| Count of final max-slew check failures | `0` |
| Final routed wire length divided by cell count | `16.4 um` |
| Setup Viol. Count Final | `0` |
| Most prevalent standard cell on the critical path | `a2111oi_0` |
| Die ar. | `39200 um2` |
| Number of antenna-violating nets in the routed design | `0` |
| Placed Instance Area | `9640 um2` |
| Area of the mapped netlist | `6310 um2` |
| Switching power as a share of total power | `0.456` |
| Number of antenna violations at the first check in global routing | `1` |
| Series of cell instances along the critical path | `buf_2 > buf_4 > ha_1 > a21o_1 > a2111oi_0 > o21ai_1 > a221oi_1 > nor3b_1 > a2111oi_0 > o21a_1 > o2111a_1 > clkdlybuf4s50_1` |
| Count of flip-flops and latches | `0` |
| Max FO, Critical Path | `24` |
| Area leader share | `0.476` |
==> critical path, delay by kind of cell <==
| kind | cells | cell delay [ns] |
|---|---|---|
| AOI/OAI and AO/OA | 7 | 2.08 |
| buffers and inverters | 3 | 0.96 |
| adders and majority gates | 1 | 0.34 |
| and+or+nand+nor | 1 | 0.12 |
==> layout make-up <==
class,instances,area (um2)
antenna,1,2.50
fill,3366,21800
inverter,249,935
multi-input combinational,630,5360
tap,402,503
timing repair buffer,291,2840
==> path summary, 6_finish.rpt <==
check	cells past startpoint	to	slack [ns]	startpoint
min	7	index[2]	7.20	buffer[186]
max	12	index[1]	5.13	data[5]
==> cell usage after synthesis, types with 2 or more instances <==
master / number
o2111a_1: 6
or4_1: 7
nand3_1: 9
a311o_1: 2
a31oi_1: 6
o21ai_0: 26
ha_1: 240
o211a_1: 2
a211o_1: 7
o21ai_1: 24
a221o_1: 2
o31ai_1: 5
nand2_1: 37
nor2_1: 30
and3_1: 2
a221oi_1: 4
and2_1: 4
nor3b_1: 4
a21o_1: 28
nand4_1: 7
o211ai_1: 12
inv_1: 248
a2111oi_0: 11
a21oi_1: 65
a211oi_1: 6
nor2b_1: 13
nand2b_1: 16
o2111ai_1: 6
o21bai_1: 3
o21a_1: 20
nor3_1: 14
==> cell families after synthesis <==
kind of cell               count (synthesis)  share of synthesized area
adders and majority gates                240                      0.476
and+or+nand+nor                          145                      0.115
AOI/OAI and AO/OA                        245                      0.259
buffers and inverters                    251                      0.150
==> through the flow <==
stage	hold slack [ns]	cells	utilization	total power [mW]
finish	7.20	1573	0.307	0.258
global route	7.32	1572	0.307	0.297
CTS	7.22	1572	0.307	0.262
detailed placement	7.22	1572	0.307	0.261
global placement	7.21	1572	0.307	0.257
floorplan	6.16	881	-	0.129
==> power by group through the flow <==
stage	clock (mW)	combinational, mW	sequential (mW)
after CTS	0	0.262	0
after global routing	0	0.297	0
final	0.00000000935	0.258	0
==> per-layer routing <==
layer	track usage	vias up	routed length, um	part of all wire
li1	-	3663	-	-
met1	0.170	2927	11900	0.46
met2	0.221	191	12000	0.47
met3	0.0277	11	1670	0.065
met4	0.00712	2	146	0.0057
met5	0	-	20	0.00078
No activity file was given, so power comes from the tool's default toggle rates.
